==> flow/design.v <==
 module alu(
      input        [7:0] in_a     ,   
      input        [7:0] in_b     ,   
      input        [3:0] opcode   ,   
      output  reg  [7:0] alu_out  ,   
      output  reg        alu_zero ,   
      output  reg        alu_carry    
      );
reg [8:0] sum; 
always @(in_a, in_b, opcode)
begin
  case(opcode)
    4'h1: sum=in_a + in_b; 
    4'h2: sum=in_a - in_b; 
    4'h3: sum=in_a + 1; 
    4'h4: sum=in_a - 1; 
    4'h5: sum=in_a | in_b; 
    4'h6: sum=in_a & in_b; 
    4'h7: sum=in_a ^ in_b; 
    4'h8: sum=in_a >> 1; 
    4'h9: sum=in_a << 1; 
    4'hA: sum=~in_a;  
    4'hB: sum=~in_a + 1; 
    default: sum = 0;
  endcase
end
assign alu_zero = ~(|sum[7:0]);
assign alu_carry = sum[8];
assign alu_out = sum[7:0];
endmodule
==> flow/run.sh <==
#!/bin/bash
# OpenROAD 26Q1-2900-gdf79404cd8, Yosys 0.63+post, stock flow scripts
make -C /OpenROAD-flow-scripts/flow DESIGN_CONFIG=/design/flow/config.mk WORK_HOME=/design/flow/orfs finish
==> flow/config.mk <==
export PLATFORM = sky130hd
export DESIGN_NAME = alu
export DESIGN_NICKNAME = alu
export VERILOG_FILES = /design/flow/design.v
export SDC_FILE = /design/flow/constraint.sdc
export NUM_CORES = 4
export LEC_CHECK = 1
export CORE_UTILIZATION = 30
==> flow/constraint.sdc <==
current_design alu

set clk_period 7.0
set clk_io_pct 0.2

create_clock -name clk0 -period $clk_period

set non_clock_inputs [all_inputs -no_clocks]
set_input_delay [expr $clk_period * $clk_io_pct] -clock clk0 $non_clock_inputs
set_output_delay [expr $clk_period * $clk_io_pct] -clock clk0 [all_outputs]
==> ci_impl_report.md <==
## PnR job results

| Metric | Value |
|---|---|
| Run status | `finished, final reports clean` |
| Cell row count | `26` |
| First-iteration detailed-routing DRC count | `187` |
| Yosys cell count | `230` |
| Hold_buf cts | `0` |
| Die Height | `between 70 and 80 µm` |
| Setup TNS | `0 ns` |
| WP data required | `between 5 and 6 ns` |
| Core area | `about 0.005 mm²` |
| RSZ-0062 raised after global routing | `no` |
| P&R area growth vs syn | `23.2%` |
| Synth Seq Share | `0%` |
| Largest net degree at the start of global routing | `28` |
| Slew headroom | `between 60% and 70%` |
| Worst-Margin Slew | `~0.52 ns` |
| # IOs | `30` |
| Clock buffer cells | `0` |
| Fin. Hold Viols | `0` |
| Fp_density | `around 31%` |
| # DRC | `0` |
| Initial antenna violation count | `0` |
| Max Cap Viol | `0` |
| Critical path endpoint | `alu_zero` |
| Layout cells sized above 1 | `roughly 6.7%` |
| GRT overflow | `0` |
| Setup crit start kind | `input pin` |
| Via count | `1,746` |
| Critical path peak fanout | `11` |
| Syn Area/Cell | `6.89 µm²` |
| Syn Inst Count | `about 230` |
| Die Size | `0.00558 mm²` |
| WP buf/inv | `3` |
| Leak | `0.850 nW` |
| CP Depth | `15` |
| Hold Startpoint | `opcode[2]` |
| Pre-CTS setup slack | `0.222 ns` |
| Pins over their slew limit | `0` |
| Crit-path slowest cell | `clkdlybuf4s50_1` |
| GRT Overall Usage | `18.3%` |
| Seq. cell area | `0 µm²` |
| CP max stage delay | `0.65 ns` |
| Cell Chain, Critical Path | `clkdlybuf4s50_1 > nor2b_2 > nand2_1 > nand2_1 > ha_1 > inv_1 > fa_1 > a211oi_1 > nor2_1 > nor2_1 > o31a_1 > o21ai_1 > or4b_1 > nor4_2 > clkdlybuf4s50_1` |
| Wire per inst | `15.3 µm` |
| PD cells | `74.2 mW/mm²` |
| Period utilisation layout | `between 90% and 100%` |
| Crit Path Category | `input pin to output port` |
| # port buffers | `30` |
| Vias in the first global route | `1,481` |
| Die Span X | `74.7 µm` |
| Total Wirelength | `4.96 mm` |
| Routed Antenna Nets | `0` |
| Crit-path leading delay family | `simple AND/OR/NAND/NOR gates` |
| Setup violations, final | `0` |
| OpenROAD warning count | `41` |
| Peak supply drop | `about 0.028 mV` |
| Distinct lib cells | `55` |
| Post-route setup slack | `~0.30 ns` |
| Routability cong. | `0.952` |
| Peak Freq | `149 MHz` |
| Hold Crit Class | `input pin to output port` |
| Ys Warns | `4` |
| CP arrival | `roughly 5.3 ns` |
| CP Launch Point | `opcode[2]` |
| Mapped cell area | `0.00159 mm²` |
| Vias per inst | `5.39` |
| Dpl hpwl | `3.95 mm` |
| Post-CTS Setup Inserts | `0` |
| # fillers | `541` |
| YS chip area | `approximately 0.0016 mm²` |
| Quantity of gates resized following cts | `0` |
| TritonRoute pass-1 iters | `4` |
| Antenna diode count | `0` |
| Worst setup EP type | `output port` |
| Global-route wire length before repair | `7.72 mm` |
| Flip-flops | `0` |
| Final min period | `~6.7 ns` |
-- through the flow --
| step | instances | area, µm² | power [W] | utilization (%) | hold slack [ns] |
|---|---|---|---|---|---|
| global placement | 324 | 1950 | 0.000145 | 38.2 | 4.00 |
| CTS | 324 | 1950 | 0.000145 | 38.2 | 4.02 |
| floorplan | 230 | 1590 | 0.0000893 | - | 2.92 |
| global route | 324 | 1950 | 0.000160 | 38.2 | 4.05 |
| finish | 324 | 1950 | 0.000145 | 38.2 | 4.00 |
| detailed placement | 324 | 1950 | 0.000144 | 38.2 | 4.01 |
-- worst min path at each step --
| stage | endpoint | slack (ns) | cells after the start |
|---|---|---|---|
| 5_1_grt | alu_carry | 4.05 | 3 |
| 6_report | alu_carry | 4.00 | 3 |
| 4_1_cts | alu_carry | 4.02 | 3 |
-- synth_stat cells, types with 2 or more instances --
cell type,instances,area [µm²]
o21a_1,3,22.5
nor3_1,3,15.0
nand2_1,23,86.3
nor2b_1,3,18.8
a21oi_1,14,70.1
ha_1,26,325
nand2b_1,3,18.8
buf_4,2,15.0
xnor2_1,14,123
o21ai_0,13,65.1
clkbuf_1,4,15.0
a22oi_1,4,30.0
o22ai_1,11,68.8
a31oi_1,5,31.3
mux2_2,2,22.5
o221ai_1,3,26.3
buf_2,3,15.0
a31o_2,2,17.5
and3_1,2,12.5
nand3_1,5,25.0
mux2i_1,4,40.0
a21o_1,3,22.5
a211o_1,2,17.5
inv_1,19,71.3
xor2_1,5,43.8
nor2_1,21,78.8
nand3b_1,3,22.5
-- area by class of cell --
type | count | area [µm²] | area share, %
multi-input cells | 200 | 1460 | 74.6
inverters | 19 | 71.3 | 3.65
repair buffers | 35 | 338 | 17.3
well taps | 70 | 87.6 | 4.48
-- metal layers --
layer,up-vias,wire length (µm),GRT usage [%],part of all wire [%]
met5,-,0,0,0
met3,2,330,0.271,6.7
met1,787,2280,28.7,46
met4,0,21,1.26,0.42
li1,890,-,-,-
met2,67,2330,29.6,47
-- power breakdown --
group	switching, W	internal (W)
combinational	0.0000738	0.0000710
sequential	0	0
clock	0	0
-- placed cells by master, fill, tap and decap left out, types with 3 or more instances in the layout --
cell type / n
a22oi_1: 4
nor3_1: 3
o21ai_0: 13
nand3_1: 5
inv_1: 19
clkdlybuf4s50_1: 30
nor2_1: 21
nand3b_1: 3
nand2b_1: 3
xnor2_1: 14
xor2_1: 5
ha_1: 26
buf_4: 5
mux2i_1: 4
a21oi_1: 14
o221ai_1: 3
a31oi_1: 5
o22ai_1: 11
nand2_1: 23
a21o_1: 3
o21a_1: 3
-- logic make-up after synthesis --
kind of cell | Yosys count | share of synthesized area (%)
AND-OR/OR-AND | 75 | 31.6
AND/OR/NAND/NOR | 73 | 23.9
buffers and inverters | 30 | 8.29
adder cells (fa/ha/maj) | 27 | 21.8
XOR/XNOR | 19 | 10.5
multiplexers | 6 | 3.95
-- tightest hold or removal path: cells and delay by family --
family,cells,cell delay (ns)
buffers and inverters,2,1.05
AND-OR/OR-AND,1,0.14
Power is estimated from default activity; no workload was simulated.
