==> flow/design.v <==
module clock(
  input             reset_n,              
  input             clk_1sec,             
  input             clk_1ms,              
  input             mil_time,             
  output reg [6:0]  segment_data,         
  output reg [2:0]  digit_select          
  );
reg [4:0] hrs_mil = 5'b0;
reg [4:0] hrs_std = 5'b1100;
reg [5:0] mins = 6'b0;
reg [5:0] secs = 6'b0;
logic [2:0] state_wire;
logic [3:0] digit_out_wire;
reg [3:0] min_ones;
reg [3:0] min_tens;
reg [3:0] hrs_ones;
reg [3:0] hrs_tens;
reg [3:0] colon = 4'b1010; 
always_ff @ (posedge clk_1sec) begin
  if (colon == 4'b1011) begin
    colon <= 4'b1010;
  end
  else
    begin
      colon <= 4'b1011;
    end
end
always_ff @ (posedge clk_1sec, negedge reset_n) begin
  if(reset_n == 0 )
    begin
      secs <= 6'b0;
    end
  else
    begin
      if(secs == 59)
        begin
          secs  <= 0;
          if (mins == 59) begin
            mins <= 0;
            if (hrs_mil == 23) begin
              hrs_mil<=0;
            end
            else
              begin
                hrs_mil <= hrs_mil + 1;
              end
            if (hrs_std == 12) begin
              hrs_std <= 1;
            end
            else
              begin
                hrs_std <= hrs_std + 1;
              end
          end
          else
            begin
              mins <= mins +1;
            end
        end
      else
        begin
          secs <= secs +1;
        end
    end
end
assign min_ones = (mins%10);
assign min_tens = (mins/10)%10;
always_comb begin
  if(mil_time == 1)
    begin
      hrs_ones = (hrs_mil%10);
      hrs_tens = (hrs_mil/10)%10;
    end
  else
    begin
      hrs_ones = (hrs_std%10);
      hrs_tens = (hrs_std/10)%10;
    end
end
mux mux_0(
  .min0       (min_ones),
  .min1       (min_tens),
  .hour0      (hrs_ones),
  .hour1      (hrs_tens),
  .colon      (colon),
  .state      (state_wire),
  .digit_out  (digit_out_wire)
);
states states_0(
  .reset_n      (reset_n),
  .clk_1ms      (clk_1ms),
  .state        (digit_select),
  .digit_select (state_wire)
);
decoder decoder_0(
  .digit_out  (digit_out_wire),
  .segment_data (segment_data)
);
endmodule 
module decoder (
  input  [3:0] digit_out, 
  output reg [6:0] segment_data 
  );
  always_comb begin
    case(digit_out)
        0:segment_data = 7'b000_0001; 
        1:segment_data = 7'b100_1111; 
        2:segment_data = 7'b001_0010; 
        3:segment_data = 7'b000_0110; 
        4:segment_data = 7'b100_0110; 
        5:segment_data = 7'b010_0100; 
        6:segment_data = 7'b010_0000; 
        7:segment_data = 7'b000_1111; 
        8:segment_data = 7'b000_0000; 
        9:segment_data = 7'b000_1100; 
        10:segment_data = 7'b111_1111; 
        11:segment_data = 7'b111_1001; 
        default: segment_data = 7'b0;
    endcase
  end
endmodule  
module mux (
  input [3:0] min0,
  input [3:0] min1,
  input [3:0] hour0,
  input [3:0] hour1,
  input [3:0] colon,
  input [2:0] state,
  output reg [3:0] digit_out
  );
  always_comb
    begin
      case(state)
        0: digit_out = min0;
        1: digit_out = min1;
        2: digit_out = colon;
        3: digit_out = hour0;
        4: digit_out = hour1;
        default: digit_out = min0;
      endcase
    end
endmodule  
module states (
  input reset_n,
  input clk_1ms,
  output reg [2:0] state,
  output reg [2:0] digit_select
  );
  enum reg [2:0]{
    digit_0 = 3'b000,
    digit_1 = 3'b001,
    digit_2 = 3'b010,
    digit_3 = 3'b011,
    digit_4 = 3'b100
  }present_state, next_state;
  always_ff @ (posedge clk_1ms, negedge reset_n) begin
    if(reset_n == 0 )
      begin
        present_state <=digit_4;
      end
    else
      begin
        present_state <= next_state;
      end
  end
  always_comb begin
    next_state = present_state;
    state =4;
    digit_select =4;
    case (present_state)
      digit_0:
        begin
          state = 0;
          next_state = digit_4;
        end
      digit_1:
        begin
          state= 1;
          digit_select = 1;
          next_state = digit_0;
        end
      digit_2: 
        begin
          state = 2;
          digit_select = 2;
          next_state = digit_1;
        end
      digit_3:
        begin
          state = 3;
          digit_select =3;
          next_state = digit_2;
        end
      digit_4:
        begin
          state = 4;
          digit_select= 4;
          next_state  = digit_3;
        end
    endcase
  end
endmodule  
==> flow/run.sh <==
#!/bin/bash
# OpenROAD 26Q1-2900-gdf79404cd8, Yosys 0.63+post, stock flow scripts
make -C /OpenROAD-flow-scripts/flow DESIGN_CONFIG=/design/flow/config.mk WORK_HOME=/design/flow/orfs finish
==> flow/config.mk <==
export PLATFORM = sky130hd
export DESIGN_NAME = clock
export DESIGN_NICKNAME = clock
export VERILOG_FILES = /design/flow/design.v
export SDC_FILE = /design/flow/constraint.sdc
export NUM_CORES = 4
export LEC_CHECK = 1
export CORE_UTILIZATION = 30
==> flow/constraint.sdc <==
current_design clock

set clk_period 7.5
set clk_io_pct 0.2

create_clock -name clk0 -period $clk_period [get_ports {clk_1ms}]
create_clock -name clk1 -period $clk_period [get_ports {clk_1sec}]

set non_clock_inputs [all_inputs -no_clocks]
set_input_delay [expr $clk_period * $clk_io_pct] -clock clk0 $non_clock_inputs
set_output_delay [expr $clk_period * $clk_io_pct] -clock clk0 [all_outputs]
==> Slide: Implementation Results <==
Synthesis and Place & Route Summary

Status
  • Outcome: completed

Setup path
  • Most used cell, CP: ha_1
  • CP top delay family: simple AND/OR/NAND/NOR gates
  • Crit path capture type: primary output
  • Critical Path Source Type: input port
  • Worst setup endpoint: segment_data[4]
  • Slowest cell delay on critical path: roughly 0.48 ns
  • Critical path's slowest cell: clkdlybuf4s50_1
  • CP Class: input port to primary output
  • CP required: 6.00 ns
  • Reg2Reg Depth: 4
  • Start point of the critical path: mil_time
  • Reg2reg end: hrs_mil[3]
  • Reg2reg setup slack: 5.54 ns
  • CP max FO: 13
  • Worst reg2reg startpoint: mins[1]
  • Critical-path cell list: dlymetal6s2s_1, or3_4, a21oi_2, nor2_1, inv_2, ha_1, inv_1, ha_1, nand2b_1, o221ai_1, nand4_1, nand2_1, ha_1, nor3_2, or3_1, a211oi_1, a211oi_2, buf_4, a211oi_2, clkdlybuf4s50_1
  • Worst path buffer plus inverter count: 5
  • CP arrival: 5.45 ns
  • Crit. path cell count: 20

Synth
  • YS chip area: between 2000 and 2500 um^2
  • Post-synth seq share: 0.324
  • Mean Syn Cell Area: 9.22 um^2
  • Syn Std Cell Area: between 2000 and 2500 um^2
  • Yosys warning count: 6
  • Top cells by area: edfxtp_1 (20%), dfrtp_1 (10%), ha_1 (9.4%)
  • Unique cell types: 68
  • Flops after synth: 28
  • Yosys Instances: 260
  • Cell type with the largest total area: edfxtp_1
  • Top cells by count, synth: nand2_1 (23), nor2_1 (20), ha_1 (18)
  • Synth async-reset ratio: 0.393
  • Most frequent cell after synthesis: nand2_1
  • Top cell area share: 0.201
  • Main flop type: edfxtp_1
  • EDFF count, synth: 16
  • Cells after Synth: 260

Floorplanning
  • Pre-Place Util: 0.310
  • # rows: 32
  • Ports: 14
  • Core ar.: 7730 um^2
  • Die extent in x: 91.4 um
  • DIE AREA: 8350 um^2
  • Die Y: ~91 um

Power and ir drop
  • Switching power total: 72.4 uW
  • Clock share of power: 0.408
  • Sw Share: 0.224
  • Reg power frac: 0.499
  • Int Power: 251 uW
  • Pwr Total: ~320 uW
  • PD cells: 118 nW/um^2
  • Comb power frac: 0.094
  • Max IR drop VDD: 0.114 mV
  • Static leakage: ~0.0011 uW

GRT
  • Initial antenna violation count: 0
  • Vias in the first global route: 1792
  • Largest net degree at the start of global routing: 18
  • GR Overflow Total: 0
  • First-pass GRT wire length: 8.51 mm
  • Total GRT Usage: 0.128

Hold path
  • Hold Path Class: register to register

STA
  • Slew Limit Headroom: 0.628
  • RSZ-0062 raised after global routing: false
  • Setup Viol. Count Final: 0
  • Post-route clock skew: 0.00464 ns
  • Setup TNS: 0 ns
  • Actual slew at the worst max-slew pin: 0.557 ns
  • Hold WS: around 0.37 ns
  • Slew Limit Fails: 0
  • Final Hold Violating Endpoints: 0

Drt
  • DR WL/cell: 12.9 um
  • Vias: 1934
  • Via-per-instance ratio: 5.10
  • Final WL: 4.89 mm
  • # diodes: 0
  • TritonRoute pass-1 iters: 4
  • First DRT Iteration DRCs: between 100 and 150
  • Antenna Violating Nets Remaining: 0
  • DR DRC count: 0

Placement
  • Placed cell count: 371
  • Placer Congestion: 0.944
  • Dpl cell area: between 2000 and 3000 um^2
  • PortBufs: 12
  • DP HPWL: between 3 and 4 mm

CTS
  • CTS clk-pin slew, worst paths: 0.03 ns
  • TritonCTS clock tree: yes
  • Postcts setup bufs: 0
  • Clk sink count: 28

Cells and area
  • Share of cells above drive strength 1: 0.144
  • Post-synthesis to final-layout area growth: 14.5%
  • Finished Cell Area: 2740 um^2
  • Count of non-filler cells in the finished layout: 379

Run
  • OpenROAD warnings: 34
  • Max-capacitance violation count: 0
## through the flow
| step | utilization | setup slack [ns] |
|---|---|---|
| after floorplan | - | 1.32 |
| after global placement | 0.340 | 0.204 |
| after detailed placement | 0.340 | 0.147 |
| after CTS | 0.352 | 0.125 |
| after global routing | 0.355 | 0.259 |
| final | 0.355 | 0.546 |
## cell type report
type	instances	area, um^2
Clock buffer	7	86.3
Clock inverter	1	6.26
Fill cell	776	4980
Inverter	18	67.6
Multi-Input combinational cell	205	1510
Sequential cell	28	777
Tap cell	102	128
Timing Repair Buffer	18	168
## timing repair
item,4_1_cts,5_1_grt
resized,0,6
hold buffers,0,0
setup endpoints to repair,0,7
## cell families (layout without fill, tap and decap cells)
| family | after synthesis | in the layout | share of synthesized area |
|---|---|---|---|
| buf+inv | 27 | 44 | 0.0543 |
| simple gates | 96 | 96 | 0.218 |
| fa+ha+maj | 18 | 18 | 0.0940 |
| xor+xnor | 5 | 5 | 0.0183 |
| compound gates | 74 | 74 | 0.239 |
| mux | 12 | 12 | 0.0527 |
| flops | 28 | 28 | 0.324 |
## cells in the final DEF, fill, tap and decap left out, types with 3 or more instances in the layout
cell type        netlist  final
ha_1                  18     18
and2_1                 4      4
edfxtp_1              16     16
buf_4                  3      6
nand2b_1               9      9
o21ai_1                3      3
dfrtp_1               10     10
nand4_1                4      4
xor2_1                 4      4
clkdlybuf4s50_1        0     11
clkbuf_8               0      6
nor2b_1                5      5
nor3_1                 9      8
inv_1                 15     15
a21o_1                 5      5
nand3_1                7      7
mux2i_1                9      9
o21ai_0               16     16
nand2_1               23     23
a21oi_2                0      3
o211ai_1               4      4
nor2_1                20     20
a21oi_1               12      9
## how the worst min path moves through the flow
stage	start	endpoint	slack, ns	cells after the start
6_report	states_0.present_state[1]	states_0.present_state[0]	0.37	0
5_1_grt	states_0.present_state[1]	states_0.present_state[0]	0.38	0
4_1_cts	states_0.present_state[1]	states_0.present_state[0]	0.38	0
## power groups by stage
stage                 combinational, uW  sequential (uW)  clock, uW
after CTS                          29.9              161        137
after global routing               34.5              161        143
final                              30.3              161        132
## worst reg2reg max path, delay by kind of cell (launching register included)
kind | cells | cell delay (ns)
adder cells (fa/ha/maj) | 1 | 0.27
flip-flops | 1 | 0.46
AND/OR/NAND/NOR | 3 | 0.88
## metal layers
| layer | global-route usage | routed length (um) | vias to the layer above |
|---|---|---|---|
| met5 | 0 | 0 | - |
| met4 | 0.0146 | 59 | 0 |
| met3 | 0.0196 | 176 | 6 |
| met2 | 0.185 | 2040 | 39 |
| met1 | 0.210 | 2620 | 894 |
| li1 | - | - | 995 |
## sequential cells by signal, summed over array words and instances, names as in the netlist
register and count:
mins 6, secs 6, hrs_mil 5, hrs_std 5, states_0.present_state 5, colon 1
No activity file was given, so power comes from the tool's default toggle rates.
